<file path="design/flow/config.mk">
export PLATFORM = sky130hd
export DESIGN_NAME = ALU
export DESIGN_NICKNAME = ALU
export VERILOG_FILES = /design/flow/design.v
export SDC_FILE = /design/flow/constraint.sdc
export NUM_CORES = 4
export LEC_CHECK = 1
export CORE_UTILIZATION = 40
</file>
<file path="design/flow/constraint.sdc">
current_design ALU

set clk_period 16.9
set clk_io_pct 0.2

create_clock -name clk0 -period $clk_period [get_ports {clk}]

set non_clock_inputs [all_inputs -no_clocks]
set_input_delay [expr $clk_period * $clk_io_pct] -clock clk0 $non_clock_inputs
set_output_delay [expr $clk_period * $clk_io_pct] -clock clk0 [all_outputs]
</file>
<file path="design/flow/run.sh">
#!/bin/bash
# OpenROAD 26Q1-2900-gdf79404cd8, Yosys 0.63+post, stock flow scripts
make -C /OpenROAD-flow-scripts/flow DESIGN_CONFIG=/design/flow/config.mk WORK_HOME=/design/flow/orfs finish
</file>
<file path="design/flow/design.v">
module ALU(
input clk,
input rst,
input rx,
output srclk,
output ser,
output rclk);
wire data_valid, Cout, Bout, div0;
    wire [7:0] value, Sum, Diff, P, Q, R, A, B, out;
    wire [1:0] operator;   
    wire Cin = 1'b0;       
    wire Bin = 1'b0;       
UART_RX uart_inst
(
.clk(clk),
.rst(rst),
.rx(rx),
.value(value),
.data_valid(data_valid));
data_input data_input_inst(
.clk(clk),
.rst(rst),
.value(value),
.data_valid(data_valid),
.A(A),
.B(B),
.operator(operator));
Full_adder_8bit full_adder_8bit_inst (
.A(A),
.B(B),
.Cin(Cin),
.Sum(Sum),
.Cout(Cout));
Full_subtractor_8bit Full_subtractor_8bit_inst(
.A(A),
.B(B),
.Bin(Bin),
.Diff(Diff),
.Bout(Bout));
    multiplier_8bit multiplier_8bit_inst (   
        .A(A),
        .B(B),
        .P(P)
    );
divider_8bit divider_8bit_inst(
.A(A),
.B(B),
.Q(Q),
.R(R),
.div0(div0)
);
mux_8bit_4to1 mux_8bit_4to1_inst(
.i_add(Sum),
.i_sub(Diff),
.i_mul(P),
.i_div(Q),
.sel(operator),
.out(out)
);
    led_driver_4digit_595 led_display (
        .clk(clk),
        .reset(rst),
        .value(out),
        .srclk(srclk),
        .rclk(rclk),
        .ser(ser)
    );
endmodule
 module full_adder (
    input X, Y, Cin,
    output Sum, Cout
);
    assign Sum = X ^ Y ^ Cin;
    assign Cout = (X & Y) | (Cin & (X ^ Y));
endmodule
module Full_adder_8bit (
    input [7:0] A, B,
    input Cin,
    output [7:0] Sum,
    output Cout
);
    wire C1, C2, C3, C4, C5, C6, C7;
    full_adder FA0 (A[0], B[0], Cin,  Sum[0], C1);
    full_adder FA1 (A[1], B[1], C1,   Sum[1], C2);
    full_adder FA2 (A[2], B[2], C2,   Sum[2], C3);
    full_adder FA3 (A[3], B[3], C3,   Sum[3], C4);
	 full_adder FA4 (A[4], B[4], C4,   Sum[4], C5);
	 full_adder FA5 (A[5], B[5], C5,   Sum[5], C6);
	 full_adder FA6 (A[6], B[6], C6,   Sum[6], C7);
	 full_adder FA7 (A[7], B[7], C7,   Sum[7], Cout);
endmodule
module UART_RX (
    input wire clk,
    input wire rst,
    input wire rx,
    output reg [7:0] value,
    output reg data_valid
);
reg [13:0] counter;
reg syncff0, syncff1;
reg rx_;
reg [1:0] state, next;
reg [7:0] rdat;
reg [2:0] data_cnt;
wire counter_end, start, start_end, data_end, stop_end, get_dat;
assign get_dat      = (counter == 624);  
assign counter_end  = (counter == 1249);       
assign start_end    = (state == 2'b01) && counter_end;
assign data_end     = (state == 2'b10)  && counter_end && (data_cnt == 3'd7);
assign stop_end     = (state == 2'b11)  && counter_end;
always @(posedge clk or negedge rst) begin
    if (!rst) begin
        syncff0 <= 1'b1;
        syncff1 <= 1'b1;
    end else begin
        syncff0 <= rx;
        syncff1 <= syncff0;
    end
end
always @(posedge clk or negedge rst) begin
    if (!rst) rx_ <= 1'b1;
    else        rx_ <= syncff1;
end
assign start = ~syncff1 & rx_;   
always @(posedge clk or negedge rst) begin
    if (!rst) state <= 2'b00;
    else        state <= next;
end
always @(*) begin
    case (state)
        2'b00:  next = start      ? 2'b01 : 2'b00;
        2'b01: next = start_end  ? 2'b10  : 2'b01;
        2'b10:  next = data_end   ? 2'b11  : 2'b10;
        2'b11:  next = stop_end   ? 2'b00  : 2'b11;
        default:next = 2'b00;
    endcase
end
always @(posedge clk or negedge rst) begin
    if (!rst)
        counter <= 0;
    else if (state != 2'b00) begin
        if (counter_end)
            counter <= 0;
        else
            counter <= counter + 1;
    end
end
always @(posedge clk or negedge rst) begin
    if (!rst)
        data_cnt <= 0;
    else if ((state == 2'b10) && counter_end)
        data_cnt <= data_cnt + 1;
end
always @(posedge clk or negedge rst) begin
    if (!rst)
        rdat <= 8'b0;
    else if ((state == 2'b10) && get_dat)
        rdat <= {syncff1, rdat[7:1]};   
end
always @(posedge clk or negedge rst) begin
    if (!rst)
        value <= 8'b0;
    else if (stop_end)
        value <= rdat;
end
always @(posedge clk or negedge rst) begin
    if (!rst) begin
        data_valid <= 0;
    end else begin
        data_valid <= stop_end;
    end
end
endmodule
module data_input (
    input clk, rst,
    input wire [7:0] value,
    input wire data_valid,
    output reg [7:0] A, B,
    output reg [1:0] operator,
	 output reg outdata_valid
);
localparam S_A        = 2'b00,
           S_OPERATOR = 2'b01,
           S_B        = 2'b10,
			  S_EQUAL    = 2'b11;
reg [1:0] state, operator_reg;
reg [7:0] A_reg, B_reg;
always @(posedge clk or negedge rst)
begin
    if (!rst) begin
        A_reg <= 8'b0;
        B_reg <= 8'b0;
        operator_reg <= 2'b00;
        state <= S_A;
    end else begin
        case (state)
            S_A: begin
				 outdata_valid <= 1'b0;
                if (data_valid) begin   
                    A_reg <= value;
                    state <= S_OPERATOR;
                end
            end
            S_OPERATOR: begin
                if (data_valid) begin   
                    case (value)
                        8'd43: operator_reg <= 2'b00;   
                        8'd45: operator_reg <= 2'b01;   
                        8'd42: operator_reg <= 2'b10;   
                        8'd47: operator_reg <= 2'b11;   
                        default: operator_reg <= 2'b00;  
                    endcase
                    state <= S_B;
                end
            end
            S_B: begin
                if (data_valid) begin   
                    B_reg <= value;
                    state <= S_EQUAL;
                end
            end
				S_EQUAL: begin
				if(data_valid) begin
				if(value== 8'd61)
						begin
						outdata_valid <=1'b1;
						state <= S_A;
						end else
								begin 
								outdata_valid <=1'b0;
								state <= S_A;
								end
				end
				end
            default: state <= S_A;
        endcase
    end
end
always@(posedge clk or negedge rst)
begin
if(~rst)
	begin
	A<=8'd0;
	B<=8'd0;
	operator <= 2'b00;
	end
	else if(outdata_valid)
	begin
	A<= (A_reg - 8'd48);
	B<= (B_reg - 8'd48);
	operator<= operator_reg;
	end
end
endmodule
module divider_8bit (
    input  [7:0] A, B,       
    output reg [7:0] Q, R,   
    output reg div0          
);
    always @(*) begin
        if (B == 0) begin
            Q    = 0;
            R    = 0;
            div0 = 1'b1;  
        end else begin
            Q    = A / B;  
            R    = A % B;  
            div0 = 1'b0;   
        end
    end
endmodule
module full_subtractor (
  input A,B,Bin,
  output Diff, Bout);
  assign Diff = A ^ B ^ Bin;
  assign Bout = (~A & B) | ((~A | B) & Bin);
endmodule
module Full_subtractor_8bit (
  input [7:0] A,B,
  output [7:0] Diff,
  input Bin,
  output Bout);
  wire b1, b2, b3;
  full_subtractor fs0 (.A(A[0]), .B(B[0]), .Bin(Bin),  .Diff(Diff[0]), .Bout(b1));
  full_subtractor fs1 (.A(A[1]), .B(B[1]), .Bin(b1),   .Diff(Diff[1]), .Bout(b2));
  full_subtractor fs2 (.A(A[2]), .B(B[2]), .Bin(b2),   .Diff(Diff[2]), .Bout(b3));
  full_subtractor fs3 (.A(A[3]), .B(B[3]), .Bin(b3),   .Diff(Diff[3]), .Bout(b4));
  full_subtractor fs4 (.A(A[4]), .B(B[4]), .Bin(b4),   .Diff(Diff[4]), .Bout(b5));
  full_subtractor fs5 (.A(A[5]), .B(B[5]), .Bin(b5),   .Diff(Diff[5]), .Bout(b6));
  full_subtractor fs6 (.A(A[6]), .B(B[6]), .Bin(b6),   .Diff(Diff[6]), .Bout(b7));
  full_subtractor fs7 (.A(A[7]), .B(B[7]), .Bin(b7),   .Diff(Diff[7]), .Bout(Bout));
endmodule
module led_driver_4digit_595 (
    input wire clk,                
    input wire reset,
    input wire [7:0] value,       
    output reg srclk,
    output reg rclk,
    output reg ser
);
    reg [15:0] shift_data;
    reg [4:0] bit_cnt;
    reg [2:0] state;
    reg [7:0] seg_code;
    reg [7:0] digit_sel;
    reg [3:0] digit_val;
    reg [1:0] digit_index;
    reg [7:0] digits[3:0];
    reg [7:0] value_sync;
    always @(posedge clk or negedge reset) begin
        if (~reset) begin
            value_sync <= 8'd0;
            digits[0] <= 8'd0;   
            digits[1] <= 8'd0;   
            digits[2] <= 8'd0;   
            digits[3] <= 8'd0;   
        end else begin
            value_sync <= value;
            digits[2] <= 8'd0;                       
            digits[1] <= (value_sync / 100) % 10;    
            digits[0] <= (value_sync / 10) % 10;     
            digits[3] <= value_sync % 10;            
        end
    end
    function [7:0] seg7;
        input [3:0] d;
        begin
            case (d)
                4'd0: seg7 = 8'b00111111;
                4'd1: seg7 = 8'b00000110;
                4'd2: seg7 = 8'b01011011;
                4'd3: seg7 = 8'b01001111;
                4'd4: seg7 = 8'b01100110;
                4'd5: seg7 = 8'b01101101;
                4'd6: seg7 = 8'b01111101;
                4'd7: seg7 = 8'b00000111;
                4'd8: seg7 = 8'b01111111;
                4'd9: seg7 = 8'b01101111;
                default: seg7 = 8'b00000000;
            endcase
        end
    endfunction
    localparam IDLE      = 3'd0,
               SHIFT_HI  = 3'd1,
               SHIFT_LO  = 3'd2,
               LATCH_HI  = 3'd3,
               LATCH_LO  = 3'd4;
    always @(posedge clk or negedge reset) begin
        if (!reset) begin
            srclk <= 0;
            rclk <= 0;
            ser <= 0;
            bit_cnt <= 0;
            digit_index <= 0;
            state <= IDLE;
        end else begin
            case (state)
                IDLE: begin
                    digit_val <= digits[digit_index];
                    case (digit_index)
                        2'd3: digit_sel <= 8'b11110111;
                        2'd2: digit_sel <= 8'b11111011;
                        2'd1: digit_sel <= 8'b11111101;
                        2'd0: digit_sel <= 8'b11111110;
                        default: digit_sel <= 8'b11111111;
                    endcase
                    seg_code <= seg7(digit_val);
                    shift_data <= {~seg_code, ~digit_sel};
                    bit_cnt <= 15;
                    state <= SHIFT_HI;
                end
                SHIFT_HI: begin
                    ser <= shift_data[bit_cnt];
                    srclk <= 1;
                    state <= SHIFT_LO;
                end
                SHIFT_LO: begin
                    srclk <= 0;
                    if (bit_cnt == 0)
                        state <= LATCH_HI;
                    else begin
                        bit_cnt <= bit_cnt - 1;
                        state <= SHIFT_HI;
                    end
                end
                LATCH_HI: begin
                    rclk <= 1;
                    state <= LATCH_LO;
                end
                LATCH_LO: begin
                    rclk <= 0;
                    digit_index <= (digit_index == 3) ? 0 : digit_index + 1;
                    state <= IDLE;
                end
            endcase
        end
    end
endmodule
  module multiplier_8bit
  ( input [7:0] A,B,
   output [7:0] P );
  assign P = A*B;
endmodule
module mux_8bit_4to1 (
  input wire [7:0] i_add,
  input wire [7:0] i_sub,
  input wire [7:0] i_mul,
  input wire [7:0] i_div,
  input wire [1:0] sel,
  output reg [7:0] out );
  always @(*)
    begin
	       case(sel)
        2'b00: out = i_add;
        2'b01: out = i_sub;
        2'b10: out = i_mul;
        2'b11: out = i_div;
        default: out = 8'b0;
      endcase
    end
endmodule
</file>
==> impl_metrics.csv <==
group,metric,value,unit
status,status,"completed",
sta,fin_crit,12.35,ns
finish,final_cell_mix,"dfrtp_1 (107), ha_1 (103), nand2_1 (79)",
sta,drv_slew,0,
sta,worst_pin_slew,0.768,ns
clock_tree,numCtsBuffers,17,
clock_tree,cts_setup_buffers,0,
clock_tree,cts_resized,0,
placement,io_buffer_count,5,
detailed_routing,dr.first_iter.drc_count,221,
sta,fmaxAchievable,0.0809,GHz
flow_run,warning_count,56,
yosys,synth.cell_area,0.00941,mm²
finish,fillers,2156,
clock_tree,cts_tree,"yes",
global_route,grt_pass1_wl,32200,µm
setup_path,cp-startpoint,"data_input_inst.B[7]",
yosys,edf_count,27,
floorplanning,core_area,0.0228,mm²
yosys,ys_seq_share,38.5,%
finish,area_delta_synth_final,9.96,%
floorplanning,io_pins,6,
setup_path,crit_slowest_cell,"o211ai_1",
yosys,synthCells,950,
global_route,antenna_found_initial,0,
yosys,yosys_cells,950,
clock_tree,path_clk_slew,0.06,ns
clock_tree,cts.path.max_buffers,2,
setup_path,setup.worst_path.class,"flop to flop",
sta,rsz0062_at_grt,"no",
clock_tree,clock_latency,0.41,ns
floorplanning,fp_util,41.2,%
setup_path,crit_top_cell,"o21a_1",
detailed_routing,drt-total-wl,18700,µm
yosys,yosys_warnings,10,
flow_run,drv_cap,0,
global_route,first_global_vias,6437,
setup_path,endpoint,"led_display.value_sync[0]",
floorplanning,chipHeight,155,µm
detailed_routing,dr.pass1.iters,4,
setup_path,worst_ep_required_time,17.19,ns
global_route,grt_usage,17.0,%
clock_tree,clock-sinks,139,
sta,tns,0,ns
finish,drive_gt1_share,10.6,%
placement,dp_hpwl,13600,µm
hold_path,hold_path.class,"flop to flop",
setup_path,critPathArrivalTime,12.64,ns
floorplanning,die_x,155,µm
yosys,yosysUniqueCellTypes,71,
clock_tree,cts_hold_buf,0,
sta,holdWs,0.355,ns
setup_path,ff2ff_path_depth,52,
setup_path,timing.reg2reg.setup_slack,4.55,ns
detailed_routing,antenna-diode-count,0,
setup_path,reg2reg_to,"led_display.value_sync[0]",
global_route,grt_max_degree,48,
power,power_density,71.8,mW/mm²
floorplanning,rows,55,
finish,lay_top_count,"dfrtp_1",
sta,max_slew_margin,48.8,%
power,vdd_drop_max,62.1,µV
sta,final_hold_viol_count,0,
detailed_routing,routed_via_density,5.19,
clock_tree,root_buffer,"clkbuf_16",
placement,place_congestion,0.920,
yosys,async_reset_ff_share,80.6,%
yosys,syn_area_per_cell,9.90,µm²
yosys,yosys_area,0.00941,mm²
floorplanning,dieArea,0.0241,mm²
setup_path,end_kind,"flop",
sta,finalCritPeriodShare,73.1,%
detailed_routing,avgRoutedWirePerCell,14.7,µm
detailed_routing,ant_nets,0,
sta,finalSetupViolCount,0,
power,power.leakage,4.70,nW
setup_path,critPathMaxStageDelay,0.61,ns
finish,fin_util,45.3,%
global_route,grt_overflow,0,
yosys,synth_flops,139,
sta,skew,0.00566,ns
setup_path,cp_max_fo,10,
detailed_routing,num_vias,6620,
setup_path,r2r_start,"data_input_inst.B[7]",
yosys,ff_type,"dfrtp_1",
setup_path,critPathLaunchType,"flop",
detailed_routing,drc,0,
clock_tree,cts_max_level,4,
cells by family after synthesis:
kind of cell | count (synthesis) | synth area share [%]
compound gates | 195 | 13.4
xor+xnor | 58 | 5.40
fa+ha+maj | 117 | 16.5
buf+inv | 107 | 4.39
flops | 139 | 38.5
mux | 66 | 8.08
simple gates | 268 | 13.8
layer usage:
metal / vias to the layer above / global-route usage, % / wire, µm / share of wire (%)
li1: 3339 / - / - / -
met1: 3163 / 27.7 / 9710 / 52
met2: 99 / 25.1 / 8080 / 43
met3: 19 / 3.01 / 683 / 3.7
met4: 0 / 2.43 / 233 / 1.2
met5: - / 0 / 0 / 0
critical path, delay by kind of cell, from the launching register on:
| kind | cells | cell delay (ns) |
|---|---|---|
| AOI/OAI and AO/OA | 34 | 6.72 |
| adders and majority gates | 7 | 2.03 |
| buffers and inverters | 1 | 0.21 |
| DFF | 1 | 0.46 |
| muxes | 4 | 1.37 |
| and+or+nand+nor | 6 | 1.42 |
report_power, final:
group          internal (mW)  total [mW]  leakage [nW]  switching [mW]
registers              0.349       0.359          1.77         0.00979
clock network          0.223       0.356         0.273           0.133
logic                 0.0112      0.0267          2.66          0.0155
how the worst min path moves through the flow:
stage	cells past startpoint	startpoint	to
final	0	uart_inst.syncff0	uart_inst.syncff1
after global routing	0	uart_inst.syncff0	uart_inst.syncff1
after CTS	0	uart_inst.syncff0	uart_inst.syncff1
metrics by stage:
stage,instances,instance area [µm²],setup WS [ns],power [mW]
CTS,1276,10300,4.55,0.750
detailed placement,1244,9770,4.60,0.392
global placement,1244,9770,4.90,0.392
global route,1276,10300,3.40,0.774
finish,1276,10300,4.55,0.742
floorplan,950,9410,5.34,0.381
area by class of cell:
type / instances / area [µm²] / share of cell area (%)
Multi-Input combinational cell: 704 / 5370 / 51.9
Tap cell: 313 / 392 / 3.79
Timing Repair Buffer: 12 / 100 / 0.968
Inverter: 76 / 285 / 2.76
Clock buffer: 27 / 514 / 4.97
Sequential cell: 139 / 3620 / 35.0
Clock inverter: 5 / 58.8 / 0.569
Yosys cell counts (all sizes together) (7+ instances only):
cell type	count	area, µm²
nor2b	17	106
a21oi	38	190
o31ai	8	65.1
nor3	25	125
ha	103	1290
dfrtp	107	2680
a21o	16	120
o21a	16	120
edfxtp	27	811
o21ai	56	280
xor2	14	123
and3	7	43.8
clkbuf	25	93.8
nor2	75	282
inv	75	282
mux2i	11	110
nand2	79	297
nand3	8	40.0
xnor2	44	385
mux2	54	627
o221ai	7	61.3
nand2b	16	100
fa	12	240
or3	9	56.3
No activity file was given, so power comes from the tool's default toggle rates.
